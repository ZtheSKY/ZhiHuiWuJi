==> ./design.v <==
`timescale 1 ps / 1ps
module hdmi_tx_ip
(
	input           pixelclk,        
	input           pixelclk5x,      
	input           rstin,           
	input[7:0]      blue_din,        
	input[7:0]      green_din,       
	input[7:0]      red_din,         
	input           hsync,           
	input           vsync,           
	input           de,              
	output [2:0]    data_p_h,
	output [2:0]    data_p_l,
	output 		    clk_p_h ,
	output 		    clk_p_l ,
	output [2:0]    data_n_h,
	output [2:0]    data_n_l,
	output 		    clk_n_h ,
	output 		    clk_n_l ,
	output 	[9:0] 	txc_o, 
	output 	[9:0] 	txd0_o, 
	output 	[9:0] 	txd1_o, 
	output 	[9:0] 	txd2_o
);
wire    [9:0]   red ;
wire    [9:0]   green ;
wire    [9:0]   blue ;
	wire 	[3:0] 	w_ctl = 4'b0000; 
	tmds_channel enc_0 (
		.clk_pixel			(pixelclk),
		.video_data			(blue_din),
		.data_island_data		(0),
		.control_data		({vsync, hsync}),
		.mode				({3'b0, de}),   
		.tmds				(blue)
	);
	tmds_channel enc_1 (
		.clk_pixel			(pixelclk),
		.video_data			(green_din),
		.data_island_data		(0),
		.control_data		(w_ctl[1:0]),
		.mode				({3'b0, de}),   
		.tmds				(green)
	);
	tmds_channel enc_2 (
		.clk_pixel			(pixelclk),
		.video_data			(red_din),
		.data_island_data		(0),
		.control_data		(w_ctl[3:2]),
		.mode				({3'b0, de}),   
		.tmds				(red)
	);
serdes_4b_10to1 serdes_4b_10to1_m0(
	.clk         (pixelclk        ), 
	.clkx5       (pixelclk5x      ), 
	.data_b      (blue            ), 
	.data_g      (green           ), 
	.data_r      (red             ), 
	.data_c      (10'b1111100000  ), 
	.dataout_h 	 (), 
	.dataout_l 	 (), 
	.clk_h 		 (), 
	.clk_l  	 (), 
	.data_p_h	(data_p_h),
	.data_p_l	(data_p_l),
	.clk_p_h 	(clk_p_h ),
	.clk_p_l 	(clk_p_l ),
	.data_n_h	(data_n_h),
	.data_n_l	(data_n_l),
	.clk_n_h 	(clk_n_h ),
	.clk_n_l 	(clk_n_l )
  ) ; 
	assign txc_o = 10'b1111100000;
	assign txd0_o = blue;
	assign txd1_o = green;
	assign txd2_o = red; 
endmodule
`timescale 1ns/1ps
module serdes_4b_10to1 (
	input               clk,            
	input               clkx5,          
	input [9:0]         data_b,       
	input [9:0]         data_g,       
	input [9:0]         data_r,       
	input [9:0]         data_c,       
	output [2:0]	    dataout_h,
	output [2:0]	    dataout_l,
	output			    clk_h,
	output			    clk_l,
	output reg [2:0]    data_p_h,
	output reg [2:0]    data_p_l,
	output reg          clk_p_h ,
	output reg          clk_p_l ,
	output reg [2:0]    data_n_h,
	output reg [2:0]    data_n_l,
	output reg          clk_n_h ,
	output reg          clk_n_l 
);   
reg [2:0] TMDS_mod5 = 0;   
reg [4:0] TMDS_shift_0h = 0, TMDS_shift_0l = 0;
reg [4:0] TMDS_shift_1h = 0, TMDS_shift_1l = 0;
reg [4:0] TMDS_shift_2h = 0, TMDS_shift_2l = 0;
reg [4:0] TMDS_shift_3h = 0, TMDS_shift_3l = 0;
reg [9:0] datain_0;
reg [9:0] datain_1;
reg [9:0] datain_2;
reg [9:0] datain_3;
always @( posedge clk )
begin
	datain_0 <= data_b;
	datain_1 <= data_g;
	datain_2 <= data_r;
	datain_3 <= data_c;
end
wire [4:0] TMDS_0_l = {datain_0[9],datain_0[7],datain_0[5],datain_0[3],datain_0[1]};
wire [4:0] TMDS_0_h = {datain_0[8],datain_0[6],datain_0[4],datain_0[2],datain_0[0]};
wire [4:0] TMDS_1_l = {datain_1[9],datain_1[7],datain_1[5],datain_1[3],datain_1[1]};
wire [4:0] TMDS_1_h = {datain_1[8],datain_1[6],datain_1[4],datain_1[2],datain_1[0]};
wire [4:0] TMDS_2_l = {datain_2[9],datain_2[7],datain_2[5],datain_2[3],datain_3[1]};
wire [4:0] TMDS_2_h = {datain_2[8],datain_2[6],datain_2[4],datain_2[2],datain_3[0]};
wire [4:0] TMDS_3_l = {datain_3[9],datain_3[7],datain_3[5],datain_3[3],datain_3[1]};
wire [4:0] TMDS_3_h = {datain_3[8],datain_3[6],datain_3[4],datain_3[2],datain_3[0]};
always @(posedge clkx5)
begin
	TMDS_shift_0h  <= TMDS_mod5[2] ? TMDS_0_h : TMDS_shift_0h[4:1];
	TMDS_shift_0l  <= TMDS_mod5[2] ? TMDS_0_l : TMDS_shift_0l[4:1];
	TMDS_shift_1h  <= TMDS_mod5[2] ? TMDS_1_h : TMDS_shift_1h[4:1];
	TMDS_shift_1l  <= TMDS_mod5[2] ? TMDS_1_l : TMDS_shift_1l[4:1];
	TMDS_shift_2h  <= TMDS_mod5[2] ? TMDS_2_h : TMDS_shift_2h[4:1];
	TMDS_shift_2l  <= TMDS_mod5[2] ? TMDS_2_l : TMDS_shift_2l[4:1];
	TMDS_shift_3h  <= TMDS_mod5[2] ? TMDS_3_h : TMDS_shift_3h[4:1];
	TMDS_shift_3l  <= TMDS_mod5[2] ? TMDS_3_l : TMDS_shift_3l[4:1];	
	TMDS_mod5 <= (TMDS_mod5[2]) ? 3'd0 : TMDS_mod5 + 3'd1;
end
assign dataout_h = {TMDS_shift_2h[0],TMDS_shift_1h[0],TMDS_shift_0h[0]};
assign dataout_l = {TMDS_shift_2l[0],TMDS_shift_1l[0],TMDS_shift_0l[0]};
assign clk_h = TMDS_shift_3h[0];
assign clk_l = TMDS_shift_3l[0];
always @( posedge clkx5 )
begin
		data_p_h <= dataout_h;
		data_p_l <= dataout_l;
		clk_p_h  <= clk_h;
		clk_p_l  <= clk_l;
		data_n_h <= ~dataout_h;
		data_n_l <= ~dataout_l;
		clk_n_h  <= ~clk_h;
		clk_n_l  <= ~clk_l;
end
endmodule
module tmds_channel
#(
    parameter  CN = 0
)
(
    input  clk_pixel,
    input  [7:0] video_data,
    input  [3:0] data_island_data,
    input  [1:0] control_data,
    input  [2:0] mode,   
    output reg [9:0] tmds = 10'b1101010100
);
reg signed [4:0] acc = 5'sd0;
reg [8:0] q_m;
reg [9:0] q_out;
wire [9:0] video_coding;
assign video_coding = q_out;
reg [3:0] N1D;
reg signed [4:0] N1q_m07;
reg signed [4:0] N0q_m07;
always @(*)
begin
    N1D = video_data[0] + video_data[1] + video_data[2] + video_data[3] + video_data[4] + video_data[5] + video_data[6] + video_data[7];
    case(q_m[0] + q_m[1] + q_m[2] + q_m[3] + q_m[4] + q_m[5] + q_m[6] + q_m[7])
        4'b0000: N1q_m07 = 5'sd0;
        4'b0001: N1q_m07 = 5'sd1;
        4'b0010: N1q_m07 = 5'sd2;
        4'b0011: N1q_m07 = 5'sd3;
        4'b0100: N1q_m07 = 5'sd4;
        4'b0101: N1q_m07 = 5'sd5;
        4'b0110: N1q_m07 = 5'sd6;
        4'b0111: N1q_m07 = 5'sd7;
        4'b1000: N1q_m07 = 5'sd8;
        default: N1q_m07 = 5'sd0;
    endcase
    N0q_m07 = 5'sd8 - N1q_m07;
end
reg signed [4:0] acc_add;
integer i;
always @(*)
begin
    if (N1D > 4'd4 || (N1D == 4'd4 && video_data[0] == 1'd0))
    begin
        q_m[0] = video_data[0];
        for(i = 0; i < 7; i = i + 1)
            q_m[i + 1] = q_m[i] ~^ video_data[i + 1];
        q_m[8] = 1'b0;
    end
    else
    begin
        q_m[0] = video_data[0];
        for(i = 0; i < 7; i = i + 1)
            q_m[i + 1] = q_m[i] ^ video_data[i + 1];
        q_m[8] = 1'b1;
    end
    if (acc == 5'sd0 || (N1q_m07 == N0q_m07))
    begin
        if (q_m[8])
        begin
            acc_add = N1q_m07 - N0q_m07;
            q_out = {~q_m[8], q_m[8], q_m[7:0]};
        end
        else
        begin
            acc_add = N0q_m07 - N1q_m07;
            q_out = {~q_m[8], q_m[8], ~q_m[7:0]};
        end
    end
    else
    begin
        if ((acc > 5'sd0 && N1q_m07 > N0q_m07) || (acc < 5'sd0 && N1q_m07 < N0q_m07))
        begin
            q_out = {1'b1, q_m[8], ~q_m[7:0]};
            acc_add = (N0q_m07 - N1q_m07) + (q_m[8] ? 5'sd2 : 5'sd0);
        end
        else
        begin
            q_out = {1'b0, q_m[8], q_m[7:0]};
            acc_add = (N1q_m07 - N0q_m07) - (~q_m[8] ? 5'sd2 : 5'sd0);
        end
    end
end
always @(posedge clk_pixel) acc <= mode != 3'd1 ? 5'sd0 : acc + acc_add;
reg [9:0] control_coding;
always @(*)
begin
     case(control_data)
        2'b00: control_coding = 10'b1101010100;
        2'b01: control_coding = 10'b0010101011;
        2'b10: control_coding = 10'b0101010100;
        2'b11: control_coding = 10'b1010101011;
    endcase
end
reg [9:0] terc4_coding;
always @(*)
begin
     case(data_island_data)
        4'b0000 : terc4_coding = 10'b1010011100;
        4'b0001 : terc4_coding = 10'b1001100011;
        4'b0010 : terc4_coding = 10'b1011100100;
        4'b0011 : terc4_coding = 10'b1011100010;
        4'b0100 : terc4_coding = 10'b0101110001;
        4'b0101 : terc4_coding = 10'b0100011110;
        4'b0110 : terc4_coding = 10'b0110001110;
        4'b0111 : terc4_coding = 10'b0100111100;
        4'b1000 : terc4_coding = 10'b1011001100;
        4'b1001 : terc4_coding = 10'b0100111001;
        4'b1010 : terc4_coding = 10'b0110011100;
        4'b1011 : terc4_coding = 10'b1011000110;
        4'b1100 : terc4_coding = 10'b1010001110;
        4'b1101 : terc4_coding = 10'b1001110001;
        4'b1110 : terc4_coding = 10'b0101100011;
        4'b1111 : terc4_coding = 10'b1011000011;
    endcase
end
wire [9:0] video_guard_band;
generate
    if (CN == 0 || CN == 2)
        assign video_guard_band = 10'b1011001100;
    else
        assign video_guard_band = 10'b0100110011;
endgenerate
wire [9:0] data_guard_band;
generate
    if (CN == 1 || CN == 2)
        assign data_guard_band = 10'b0100110011;
    else
        assign data_guard_band = control_data == 2'b00 ? 10'b1010001110
            : control_data == 2'b01 ? 10'b1001110001
            : control_data == 2'b10 ? 10'b0101100011
            : 10'b1011000011;
endgenerate
always @(posedge clk_pixel)
begin
    case (mode)
        3'd0: tmds <= control_coding;
        3'd1: tmds <= video_coding;
        3'd2: tmds <= video_guard_band;
        3'd3: tmds <= terc4_coding;
        3'd4: tmds <= data_guard_band;
    endcase
end
endmodule
==> ./run.sh <==
#!/bin/bash
# OpenROAD 26Q1-2900-gdf79404cd8, Yosys 0.63+post, stock flow scripts
make -C /OpenROAD-flow-scripts/flow DESIGN_CONFIG=/design/flow/config.mk WORK_HOME=/design/flow/orfs finish
==> ./config.mk <==
export PLATFORM = sky130hd
export DESIGN_NAME = hdmi_tx_ip
export DESIGN_NICKNAME = hdmi_tx_ip
export VERILOG_FILES = /design/flow/design.v
export SDC_FILE = /design/flow/constraint.sdc
export NUM_CORES = 4
export LEC_CHECK = 1
export CORE_UTILIZATION = 30
==> ./constraint.sdc <==
current_design hdmi_tx_ip

set clk_period 11.4
set clk_io_pct 0.2

create_clock -name clk0 -period $clk_period [get_ports {pixelclk}]
create_clock -name clk1 -period $clk_period [get_ports {pixelclk5x}]

set non_clock_inputs [all_inputs -no_clocks]
set_input_delay [expr $clk_period * $clk_io_pct] -clock clk0 $non_clock_inputs
set_output_delay [expr $clk_period * $clk_io_pct] -clock clk0 [all_outputs]
==> job_summary.md <==
## PnR job results

| Metric | Value |
|---|---|
| Status | `finished clean` |
| Worst Tran Pin Value | `0.544 ns` |
| Crit Path Category | `primary input to register` |
| Yosys Instances | `779` |
| Antenna violations before repair | `0` |
| TritonRoute pass-1 iters | `4` |
| Design area | `9420 um2` |
| Flops after synth | `127` |
| Max-slew violations | `0` |
| Area leader, netlist | `dfxtp_1` |
| Crit path largest cell delay | `0.51 ns` |
| Max cap viols | `0` |
| Layout cell share with drive strength beyond 1 | `13.8%` |
| HP Class | `register to register` |
| CP max FO | `11` |
| Worst slew margin | `63.5%` |
| Post-DP HPWL | `11,500 um` |
| RSZ-0062 raised after global routing | `no` |
| Tot GR Track Use | `12.6%` |
| Final clock skew | `0.00907 ns` |
| Hold_ws | `0.345 ns` |
| DP Area | `8750 um2` |
| Drc violations | `0` |
| Comb area | `4480 um2` |
| First-pass GRT wire length | `25,800 um` |
| Syn_area_per_cell | `9.58 um2` |
| Most frequent CP cell | `fa_1` |
| Hold buffers post-CTS | `0` |
| Endpoints failing hold | `0` |
| Post-route insts no fill | `1,220` |
| Crit path DRT | `11.67 ns` |
| Slowest cell on the critical path | `fa_1` |
| Commonest flop | `dfxtp_1` |
| Yosys stat chip area | `7460 um2` |
| Via count | `5,468` |
| Async set or reset register ratio after synthesis | `0%` |
| Max-area cell share | `34.1%` |
| Via density | `4.48` |
| Synth warn | `8` |
| CTS tree | `done` |
| Clock transition at path regs | `0.06 ns` |
| Remaining Overflow, GRT | `0` |
| Pre-Place Util | `30.6%` |
| Clk sinks | `127` |
| Mapped Cells | `779` |
| Avg WL per Cell | `12.2 um` |
| Die span in y | `160 um` |
| Num rows | `57` |
| Vias in the first global route | `5,306` |
| Largest net degree at the start of global routing | `30` |
| Final GP Congestion | `0.868` |
| Tool Warnings | `40` |
| CP Data Arrival Time | `11.14 ns` |
| Die W | `160 um` |
| Dpl cells | `1,188` |
| Die area | `25,500 um2` |
| Synth Cell Area | `7460 um2` |
| Critical path endpoint category | `register` |
| Drt total wl | `14,900 um` |
| Seq. cell area | `2540 um2` |
| Ports | `86` |
| # setup viols final | `0` |
| FILL cells | `2,398` |
| Startpoint types | `primary input` |
| Port bufs | `73` |
| Layout area overhead | `26.2%` |
| Antenna cells | `0` |
| Synth cell types | `83` |
| DRT antenna net count | `0` |
| Detailed Route Iter0 Violations | `263` |
| Top cells, area | `dfxtp_1 34%, ha_1 9.2%, fa_1 7.2%, xnor2_1 6.7%, inv_1 3.6%` |
| Seq/Total Area, Yosys | `34.1%` |
| Area of the core | `24,400 um2` |
| Number of enable flip-flop cells | `0` |
sequential cells by signal, indices dropped and copies added, names as in the netlist, 4 cells and up:
register	cells
serdes_4b_10to1_m0.datain_0	10
serdes_4b_10to1_m0.TMDS_shift_0h	5
enc_1.acc	4
serdes_4b_10to1_m0.TMDS_shift_1l	5
enc_2.tmds	10
enc_0.acc	4
serdes_4b_10to1_m0.TMDS_shift_2l	5
serdes_4b_10to1_m0.TMDS_shift_3h	5
serdes_4b_10to1_m0.TMDS_shift_2h	5
serdes_4b_10to1_m0.TMDS_shift_0l	5
enc_1.tmds	10
serdes_4b_10to1_m0.TMDS_shift_1h	5
enc_2.acc	4
serdes_4b_10to1_m0.datain_1	10
enc_0.tmds	10
serdes_4b_10to1_m0.datain_2	8
Yosys cell counts (4+ instances only):
library cell,number
a21o_1,8
xnor2_1,57
nor2_1,41
nor4_1,8
fa_1,27
mux2i_1,14
or2_2,7
a31oi_1,4
a211oi_1,6
and3_1,4
nand2b_1,16
clkbuf_1,14
or3_1,7
o211ai_1,12
xor2_1,26
nor3_1,15
o21ai_0,15
o21a_1,6
nand4_1,7
a21oi_1,34
and2_1,12
nand3_1,6
o2111ai_1,4
nand2_1,31
mux2_2,22
ha_1,55
o21ai_1,10
dfxtp_1,127
inv_1,71
buf_4,11
buf_2,12
nor2b_1,21
final cells by class:
| class | instances | share of cell area, % |
|---|---|---|
| Sequential cell | 127 | 27.0 |
| Tap cell | 324 | 4.30 |
| Clock buffer | 19 | 4.82 |
| Clock inverter | 13 | 2.01 |
| Inverter | 74 | 2.95 |
| Multi-Input combinational cell | 545 | 47.5 |
| Timing Repair Buffer | 118 | 11.4 |
cell families after synthesis:
logic type	share of synthesized area, %
AND/OR/NAND/NOR	13.4
XOR/XNOR	10.3
other	0.101
flip-flops	34.1
adder cells (fa/ha/maj)	16.5
multiplexers	5.38
AND-OR/OR-AND	13.7
buffers and inverters	6.64
metrics by stage:
step / worst slack [ns] / setup TNS (ns) / util (%)
global placement: 0.101 / 0 / 35.9
detailed placement: -0.0000195 / -0.0000195 / 35.9
CTS: 0.351 / 0 / 38.5
finish: 0.535 / 0 / 38.6
global route: 0.00218 / 0 / 38.6
floorplan: 0.0491 / 0 / -
critical path: cells and delay by family:
kind	cells	cell delay, ns
simple gates	5	0.70
mux	1	0.28
xor+xnor	3	0.43
fa+ha+maj	11	4.64
compound gates	8	1.73
buf+inv	6	1.09
routing by layer:
| layer | wire [um] | share of wire (%) | GRT usage, % | vias up |
|---|---|---|---|---|
| met4 | 214 | 1.4 | 1.79 | 0 |
| li1 | - | - | - | 2846 |
| met1 | 7470 | 50 | 18.8 | 2499 |
| met3 | 707 | 4.7 | 2.83 | 19 |
| met5 | 0 | 0 | 0 | - |
| met2 | 6540 | 44 | 19.4 | 104 |
what timing repair did:
| item | CTS | global route |
|---|---|---|
| resized | 0 | 6 |
| endpoints found under the setup margin | 0 | 1 |
| setup buffers | 0 | 0 |
final timing paths:
path                                        startpoint                                   to  slack (ns)  cells past startpoint
max in group clk1      serdes_4b_10to1_m0.TMDS_mod5[2]  serdes_4b_10to1_m0.TMDS_shift_2l[1]        9.98                      2
min in group clk1  serdes_4b_10to1_m0.TMDS_shift_3h[0]           serdes_4b_10to1_m0.clk_p_h        0.35                      0
min                                      enc_1.tmds[0]       serdes_4b_10to1_m0.datain_1[0]        0.35                      0
min reg2reg                              enc_1.tmds[0]       serdes_4b_10to1_m0.datain_1[0]        0.35                      0
max                                        blue_din[0]                         enc_0.acc[4]        0.54                     34
max reg2reg                               enc_2.acc[4]                         enc_2.acc[4]        8.53                     11
placed cells by master (no fill, tap or decap), types with 7 or more instances in the layout:
| cell | instances |
|---|---|
| dfxtp_1 | 126 |
| clkdlybuf4s50_1 | 73 |
| inv_1 | 71 |
| xnor2_1 | 57 |
| ha_1 | 54 |
| buf_4 | 44 |
| nor2_1 | 41 |
| a21oi_1 | 34 |
| nand2_1 | 31 |
| fa_1 | 27 |
| xor2_1 | 26 |
| mux2_2 | 22 |
| nor2b_1 | 21 |
| clkbuf_16 | 18 |
| nand2b_1 | 16 |
| nor3_1 | 15 |
| o21ai_0 | 14 |
| mux2i_1 | 13 |
| and2_1 | 12 |
| o211ai_1 | 12 |
| o21ai_1 | 11 |
| conb_1 | 10 |
| a21o_1 | 8 |
| nor4_1 | 8 |
| or3_1 | 7 |
| or2_2 | 7 |
| nand4_1 | 7 |
