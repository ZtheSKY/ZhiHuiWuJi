--- /design/flow/run.sh ---
#!/bin/bash
# OpenROAD 26Q1-2900-gdf79404cd8, Yosys 0.63+post, stock flow scripts
make -C /OpenROAD-flow-scripts/flow DESIGN_CONFIG=/design/flow/config.mk WORK_HOME=/design/flow/orfs finish
--- /design/flow/config.mk ---
export PLATFORM = sky130hd
export DESIGN_NAME = SpiSlave16Bits_S
export DESIGN_NICKNAME = SpiSlave16Bits_S
export VERILOG_FILES = /design/flow/design.v
export SDC_FILE = /design/flow/constraint.sdc
export NUM_CORES = 4
export LEC_CHECK = 1
export CORE_UTILIZATION = 30
--- /design/flow/constraint.sdc ---
current_design SpiSlave16Bits_S

set clk_period 2.6
set clk_io_pct 0.2

create_clock -name clk0 -period $clk_period [get_ports {SCLK}]

set non_clock_inputs [all_inputs -no_clocks]
set_input_delay [expr $clk_period * $clk_io_pct] -clock clk0 $non_clock_inputs
set_output_delay [expr $clk_period * $clk_io_pct] -clock clk0 [all_outputs]
--- /design/flow/design.v ---
`timescale 1ns / 1ps
module SpiSlave16Bits_S (
    input flag,
    input SCLK,
    input SDI,
    output reg [7:0] inc_length,
    output reg [7:0] inc_width,
    output reg done,
    output [3:0] step_de
);
assign step_de = step;
reg [15:0] Read_buffer = 0;
reg [4:0] step = 0;
reg VS_delay;
always@(posedge SCLK or negedge flag)
  begin
  if(!flag)
  begin
    step<=0;
    done <= 0;
  end
  else
    begin
  if(step<=15)begin
    step <= step+1'b1;
    Read_buffer[step]<=SDI;
  end
  else if(step==19)
    begin
      step <= 0;
      inc_length <= Read_buffer[15:8];
      inc_width <= Read_buffer[7:0];
      done <= 1;
    end
  else
    step <= step+1'b1;
  end
end
endmodule
==> summary.txt <==
Implementation numbers.

- The buffer type at the clock tree root reads sky130_fd_sc_hd__clkbuf_8.
- The cell row count is 28.
- The DRC violation total left in the routed layout is recorded as 0.
- The final cycle utilization of the critical path reads 86.4%.
- Averaged over all synthesized cells, the footprint is 12.7 sq um.
- In this run the cell area of the synthesized design comes to 1920 sq um.
- The timing report gives the biggest stage delay along the critical path as 750 ps.
- The final antenna diode count reads 0.
- The final timing report lists a max-slew violation count of 0.
- The post-detailed-route count of antenna-violating nets reads 0.
- The core box area reads 6030 sq um.
- The area of the synthesized netlist per yosys stat is 1920 sq um.
- The layout overhead on the synthesized area reads 20.3%.
- The clock latency of the later-clocked register in the worst-skew pair reads 290 ps.
- The critical register-to-register path endpoint reads Read_buffer[4].
- The power consumption reads 0.00108 W.
- Looking at the hold checks, the worst path lands on inc_width[6].
- The number of global-route vias before repair came to 1121.
- OpenSTA, run right after detailed placement, puts the worst setup slack at 367 ps.
- The number of buffers between clock root and the deepest sink reads 2.
- The number of setup buffers added after CTS is 0.
- The number of optimization iterations in the first detailed-route pass reads 4.
- The total power divided by cell area reads 469 nW/um^2.
- The number of inserted filler cells in the final layout is 592.
- In the final layout, the share of cells above drive strength 1 is 14.1%.
- The chip area reads 6710 sq um.
- The slew at the pin closest to its max-slew limit is 639 ps.
- The number of levels the H-tree was split into reads 2.
- The worst min-delay path startpoint reads Read_buffer[6].
- The setup skew after layout is 7.06 ps.
- The category of the worst setup path launch point is a register.
- The largest fanout on the critical path reads 17.
- STA classifies the critical path endpoint as a primary output.
- The sequential element share of the synthesized area reads 58.0%.
- The number of different library cells used by synthesis comes to 46.
- The synth_stat.txt file lists the number of cells as 151.
- The total leakage power is 0.756 nW.
- Once detailed placement completed, the half-perimeter wirelength came to 2310 um.
- The total wire length is 3410 um.
- For reference, the clock transition at the flip-flops on the worst setup and hold paths is 70 ps.
- The number of synthesized register bits reads 38.
- The post-detailed-route via-to-cell ratio is 4.94.
- The largest net degree at the start of global routing is 18.
- The number of cell instances on the worst register-to-register path reads 6.
- The count of cells along the worst hold path is 0.
- The fmax reads 0.445 GHz.
- The critical path goes through buf_4 > clkdlybuf4s50_1.
- The final sum of negative setup slack reads 0 ps.
- The minimum setup slack among reg-to-reg paths is 360 ps.
- The cell count after synthesis came out at 151.
- The height of the die is 81.9 um.
- The count of maximum capacitance violations reads 0.
- Counting the warning lines in the Yosys log gives 1.
- The number of antenna violations at the first check in global routing is 0.
- Recorded from the global router log, the overflow total was 0.
- The post-layout minimum cycle time reads 2250 ps.
- The per-cell routed wire length is 13.5 um.
- The effective utilization at floorplan is 31.8%.
- The flow ran to the end, and the final reports show no timing, DRC or antenna violations.
- The clock net sink count reads 38.
- Across all checked pins, the minimum headroom to the slew limit is 57.4%.
- Buffers inserted during clock tree synthesis total 5.
- The post-cts repair resize count reads 0.
- The number of placed I/O pins reads 24.
- Data arrives at the worst endpoint at 1730 ps.
- The starting DRC count in detailed routing is 45.
- The first-pass GRT wire length is 5710 um.
- The minimum setup slack in the final design reads 352 ps.
- The total global routing track utilization reads 11.8%.
- The worst-path cell with the longest stage delay reads sky130_fd_sc_hd__dfrtp_1.
- For the worst reg-to-reg path, the startpoint reported by OpenROAD is step[0].
- The number of buffers and inverters on the critical path is 2.
- In this run the worst hold path is classified as register to register.
- The number of warnings in the stage logs is 28.
- In the setup report, the worst path falls into the class register to primary output.
- The setup-violating endpoint count in the final report is 0.
- The first element of the critical path is step[2].
- The maximum vdd drop is 0.000180 V.
- The hold violation count in the final report is 0.
- At the end of routability-driven placement, the weighted congestion stood at 0.883.
- Measured along the x axis, the die boundary spans 81.9 um.
- Buffers inserted to repair hold after CTS numbered 0.
- The required time at the worst endpoint is listed as 2080 ps.
- Per the placement log, port buffering inserted 23 buffers.
- The TritonCTS clock tree is yes.
- Setup repair after global routing left no endpoint under its margin.
- The total number of vias is 1245.
- The kind of cell adding the most delay to the critical path is flip-flops.
cell usage after synthesis (all sizes together):
library cell | n | area [sq um]
edfxtp | 32 | 961
clkbuf | 5 | 18.8
a41oi | 1 | 8.76
or3b | 1 | 8.76
a2bb2oi | 1 | 8.76
o211ai | 6 | 45.0
nand2 | 2 | 7.51
nand4b | 1 | 8.76
and2 | 2 | 12.5
xor2 | 1 | 8.76
or4b | 2 | 20.0
a21boi | 2 | 15.0
o32ai | 1 | 16.3
nor3 | 3 | 20.0
o21ai | 11 | 55.1
nor4b | 1 | 8.76
o21a | 2 | 15.0
or2 | 1 | 6.26
nor2 | 8 | 30.0
dfrtp | 6 | 150
nand3 | 4 | 20.0
or4 | 1 | 7.51
nand4 | 2 | 12.5
a31o | 1 | 8.76
and3 | 2 | 12.5
xnor2 | 3 | 26.3
a21oi | 2 | 10.0
inv | 4 | 15.0
mux2 | 10 | 113
nand2b | 5 | 31.3
nor3b | 1 | 7.51
nor4 | 3 | 18.8
nor2b | 2 | 12.5
nand3b | 1 | 7.51
ha | 5 | 62.6
o2bb2ai | 4 | 35.0
o21bai | 1 | 7.51
or3 | 3 | 18.8
buf | 7 | 50.0
a2111oi | 1 | 15.0
stage by stage:
stage | hold WS (ps) | cells | util, % | area, sq um
6_report | 447 | 252 | 38.3 | 2310
5_1_grt | 465 | 252 | 38.3 | 2310
4_1_cts | 451 | 252 | 38.3 | 2310
3_5_place_dp | 436 | 244 | 36.9 | 2220
3_3_place_gp | 435 | 244 | 36.9 | 2220
2_1_floorplan | 224 | 151 | - | 1920
sequential cells by signal, summed over array words and instances, names as in the netlist:
name	flops
inc_length	8
done	1
step	5
inc_width	8
Read_buffer	16
layout by cell type, fill, tap and decap left out, types with 3 or more instances in the layout:
| cell | n |
|---|---|
| sky130_fd_sc_hd__buf_4 | 7 |
| sky130_fd_sc_hd__nor2_1 | 8 |
| sky130_fd_sc_hd__o21ai_0 | 7 |
| sky130_fd_sc_hd__o2bb2ai_1 | 4 |
| sky130_fd_sc_hd__clkdlybuf4s50_1 | 23 |
| sky130_fd_sc_hd__nor4_1 | 3 |
| sky130_fd_sc_hd__o211ai_1 | 6 |
| sky130_fd_sc_hd__inv_1 | 4 |
| sky130_fd_sc_hd__nand2b_1 | 5 |
| sky130_fd_sc_hd__dfrtp_1 | 6 |
| sky130_fd_sc_hd__xnor2_1 | 3 |
| sky130_fd_sc_hd__clkbuf_8 | 5 |
| sky130_fd_sc_hd__ha_1 | 5 |
| sky130_fd_sc_hd__mux2_1 | 4 |
| sky130_fd_sc_hd__edfxtp_1 | 32 |
| sky130_fd_sc_hd__nand3_1 | 4 |
| sky130_fd_sc_hd__o21ai_1 | 4 |
| sky130_fd_sc_hd__mux2_2 | 6 |
| sky130_fd_sc_hd__or3_1 | 3 |
final cells by class:
class / count / area [sq um] / share of cell area [%]
repair buffers: 30 / 283 / 12.3
clock buffers: 6 / 72.6 / 3.15
flip-flops and latches: 38 / 1110 / 48.2
well taps: 75 / 93.8 / 4.07
clock inverters: 2 / 8.76 / 0.380
inverters: 4 / 15.0 / 0.651
multi-input cells: 97 / 722 / 31.3
where the power goes:
| group | switching [W] | leakage, nW | internal (W) |
|---|---|---|---|
| Sequential | 0.00000572 | 0.369 | 0.000674 |
| Clock | 0.000194 | 0.0426 | 0.000184 |
| Combinational | 0.0000122 | 0.344 | 0.0000111 |
| Total | 0.000212 | 0.756 | 0.000870 |
routing by layer:
metal	GRT usage, %	vias up	part of all wire, %
met2	16.0	31	42
met3	2.82	8	4.3
met1	19.9	580	51
li1	-	626	-
met5	0	-	0
met4	2.28	0	2.2
kinds of logic (layout without fill, tap and decap cells):
kind of cell	after synthesis	after routing	synth area share, %
compound gates	33	33	12.5
buf+inv	16	42	4.37
mux	10	10	5.87
xor+xnor	4	4	1.83
flops	38	38	58.0
fa+ha+maj	5	5	3.26
simple gates	45	45	14.2
worst max-delay path by stage:
| stage | endpoint | slack, ps | cells past startpoint |
|---|---|---|---|
| finish | step_de[2] | 350 | 2 |
| global route | Read_buffer[10] | 200 | 6 |
| CTS | Read_buffer[10] | 350 | 6 |
Power is estimated from default activity; no workload was simulated.
